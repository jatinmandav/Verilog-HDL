File: design.v
`timescale 1ns / 1ps
module division(divisor, dividend, remainder, result);
input [7:0] divisor, dividend;
output reg [7:0] result, remainder;
integer i;
reg [7:0] divisor_copy, dividend_copy;
reg [7:0] temp;
always @(divisor or dividend)
begin
	divisor_copy = divisor;
	dividend_copy = dividend;
	temp = 0; 
	for(i = 0;i < 8;i = i + 1)
	begin
		temp = {temp[6:0], dividend_copy[7]};
		dividend_copy[7:1] = dividend_copy[6:0];
		temp = temp - divisor_copy;
		if(temp[7] == 1)
		begin
			dividend_copy[0] = 0;
			temp = temp + divisor_copy;
		end
		else
		begin
			dividend_copy[0] = 1;
		end
	end
	result = dividend_copy;
	remainder = dividend - (divisor_copy*dividend_copy);
end
endmodule
File: run.sh
#!/bin/bash
# OpenROAD 26Q1-2900-gdf79404cd8, Yosys 0.63+post, stock flow scripts
make -C /OpenROAD-flow-scripts/flow DESIGN_CONFIG=/design/flow/config.mk WORK_HOME=/design/flow/orfs finish
File: config.mk
export PLATFORM = sky130hd
export DESIGN_NAME = division
export DESIGN_NICKNAME = division
export VERILOG_FILES = /design/flow/design.v
export SDC_FILE = /design/flow/constraint.sdc
export NUM_CORES = 4
export LEC_CHECK = 1
export CORE_UTILIZATION = 30
File: constraint.sdc
current_design division

set clk_period 61.6
set clk_io_pct 0.2

create_clock -name clk0 -period $clk_period

set non_clock_inputs [all_inputs -no_clocks]
set_input_delay [expr $clk_period * $clk_io_pct] -clock clk0 $non_clock_inputs
set_output_delay [expr $clk_period * $clk_io_pct] -clock clk0 [all_outputs]
==> impl_metrics.tcl <==
# metrics dict for downstream scripts
set metrics [dict create \
    ys_sh_aoi_pct 21.7 \
    period_minus_slack_ns 48.60 \
    nClkBuffers 0 \
    min_delay_worst_endpoint "remainder[0]" \
    crit_type "in2out" \
    grt_pass1_wl_um 22700 \
    flop_area_um2 0 \
    comb_area_mm2 0.00516 \
    postCtsSetupBuffers 0 \
    relSlewSlack_pct 40.7 \
    worstSetupEndpointType "output port" \
    die_w_um 138 \
    ff_count 0 \
    vias 4788 \
    final_core_util_pct 34.2 \
    port_buffers 32 \
    grt_overflow 0 \
    syn_area_per_cell_um2 7.64 \
    cts_resized 0 \
    arrival_ns 36.28 \
    setup_tns_ns 0 \
    post_drt_wl_per_cell_um 13.8 \
    antenna_found_initial 0 \
    start_kind "input pin" \
    first_iter_violations 183 \
    ys_sh_simple_pct 16.9 \
    finalWirelength_um 13700 \
    ys_seq_share_pct 0 \
    worst_path_largest_cell_delay_ns 0.63 \
    drc 0 \
    grt_pass1_vias 4506 \
    grt_max_degree 25 \
    worstPathRequired_ns 49.28 \
    fillerInstances 1875 \
    grt_usage_pct 14.8 \
    coreArea_mm2 0.0181 \
    synth-xor-area-share_pct 16.7 \
    yosysWarnings 1 \
    worstHoldStart "dividend[3]" \
    warnings 45 \
    status "finished clean" \
    maxCapViolations 0 \
    dp_hpwl_um 10600 \
    viasPerCell 4.85 \
    period_used_pct 78.9 \
    placed_cell_area_mm2 0.00619 \
    gp_congestion 0.846 \
    postRouteAntennaNets 0 \
    yosys_area_mm2 0.00556 \
    syn-cell-area_mm2 0.00556 \
    finalSetupViolCount 0 \
    hold_buffers 0 \
    worstMarginPinSlew_ns 0.879 \
    floorplan.core_util_pct 30.7 \
    die_h_um 138 \
    finalHoldViolations 0 \
    netlist_logic_family_top "adder cells" \
    final_area_mm2 0.00619 \
    final_cell_mix "ha_1 (109), inv_1 (84), xnor2_1 (73)" \
    cpMostUsedCell "xnor2_1" \
    drtPass1Iterations 20 \
    critical_path_peak_fanout 14 \
    rsz0062_at_grt "false" \
    ys_types 71 \
    syn_inst 727 \
    hold_depth 3 \
    rows 49 \
    dieArea_mm2 0.0191 \
    slowest_stage "xor2_1" \
    area_growth_pct 11.5 \
    fmax_ghz 0.0206 \
    ys_cells 727 \
    io_pins 32 \
    slew_viol_final 0 \
    hp-class "in2out" \
    drive_gt1_share_pct 5.93 \
    final_common_cell "ha_1" \
    synth.mux.area_fraction_pct 2.23 \
    fa_ha_area_share_pct 35.4 \
    antennaDiodeCount 0 \
]
[worst max-delay path: cells and delay by family]
family	cells	cell delay, ns
adders and majority gates	15	5.11
buffers and inverters	13	2.40
and+or+nand+nor	29	5.54
xor gates and xnor gates	21	5.00
AOI/OAI and AO/OA	32	5.93
[area by class of cell]
type | instances | share of cell area, %
well taps | 229 | 4.63
multi-input cells | 626 | 83.3
repair buffers | 45 | 6.75
inverters | 88 | 5.33
[per-stage QoR]
stage | setup WS [ns] | hold slack [ns] | std cells
after floorplan | 16.01 | 24.67 | 727
after global placement | 13.31 | 25.80 | 988
after global routing | 10.85 | 25.86 | 988
final | 13.00 | 25.79 | 988
after CTS | 12.93 | 25.81 | 988
after detailed placement | 13.05 | 25.80 | 988
[metal layers]
layer / vias up / wire (um) / part of all wire (%) / global-route usage (%)
li1: 2569 / - / - / -
met1: 2166 / 6810 / 50 / 21.5
met2: 51 / 6540 / 48 / 26.0
met3: 2 / 292 / 2.1 / 0.565
met4: 0 / 29 / 0.21 / 0.414
met5: - / 0 / 0 / 0
[logic make-up (layout without fill, tap and decap cells)]
group / Yosys count / after routing
AND/OR/NAND/NOR: 193 / 193
AND-OR/OR-AND: 179 / 179
adder cells (fa/ha/maj): 139 / 139
XOR/XNOR: 104 / 104
buffers and inverters: 101 / 133
multiplexers: 11 / 11
[synth_stat cells (3+ instances only)]
master      n  area share (%)
a211oi_1    3            0.41
a21boi_0    4            0.54
a21o_1     20             2.7
a21oi_1    52             4.7
and2_1      9             1.0
and3_1      6            0.68
clkbuf_1    8            0.54
fa_1       30              11
ha_1      109              25
inv_1      84             5.7
inv_2       3            0.20
mux2_2      6             1.2
mux2i_1     3            0.54
nand2_1    51             3.4
nand2b_1    7            0.79
nand3_1     6            0.54
nor2_1     62             4.2
nor2b_1    14             1.6
nor3_1     12             1.1
nor3b_1     5            0.68
o2111a_1    3            0.61
o21a_1      9             1.2
o21ai_0    39             3.5
o21bai_1   11             1.5
o311ai_0    3            0.47
o31a_1      3            0.47
o31ai_1     3            0.41
or2_2       4            0.45
or3_1       4            0.45
or4_4       3            0.61
xnor2_1    73              12
xor2_1     29             4.6
[worst max path at each step]
stage | start | slack (ns) | to
CTS | divisor[1] | 12.93 | remainder[7]
global route | divisor[0] | 10.85 | remainder[7]
finish | divisor[0] | 13.00 | remainder[7]
